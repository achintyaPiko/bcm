File: ./design.v
`timescale 1ns / 1ps
module pointerRegister(clk,rst_n,address);
	input clk,rst_n;
	output reg [7:0] address;
	initial address = 8'd0;
	always@(posedge clk or negedge rst_n) begin
		if(!rst_n)
			address = 8'd0;
		else
			address = address + 1'b1;
	end	
endmodule
File: ./run.sh
#!/bin/bash
# OpenROAD 26Q1-2900-gdf79404cd8, Yosys 0.63+post, stock flow scripts
make -C /OpenROAD-flow-scripts/flow DESIGN_CONFIG=/design/flow/config.mk WORK_HOME=/design/flow/orfs finish
File: ./constraint.sdc
current_design pointerRegister

set clk_period 1.6
set clk_io_pct 0.2

create_clock -name clk0 -period $clk_period [get_ports {clk}]

set non_clock_inputs [all_inputs -no_clocks]
set_input_delay [expr $clk_period * $clk_io_pct] -clock clk0 $non_clock_inputs
set_output_delay [expr $clk_period * $clk_io_pct] -clock clk0 [all_outputs]
File: ./config.mk
export PLATFORM = sky130hd
export DESIGN_NAME = pointerRegister
export DESIGN_NICKNAME = pointerRegister
export VERILOG_FILES = /design/flow/design.v
export SDC_FILE = /design/flow/constraint.sdc
export NUM_CORES = 4
export LEC_CHECK = 1
export CORE_AREA = 10 10 70 70
export DIE_AREA = 0 0 80 80
==> impl_metrics.ini <==
; physical design summary
[outcome]
run_status = complete, no violations

[sta]
setup_total_negative_slack_ns = 0
layout_min_cycle_time_ns = 1.527
skew_ns = 0.0006111
final_min_period_over_clock_period_pct = 95.43
timing.slew.headroom_pct = 75.01
max_clk_rate_ghz = 0.6549
timing.final.hold_violations = 0
setup_viol_count_final = 0
fin_hold_ws_ns = 0.3525
setup_repair_after_global_routing_missed_its_margin = no
final_max_slew_viols = 0
tightestPinTransition_ns = 0.3736

[power]
p_clk_share_pct = 41.8
comb_power_share_pct = 1.7
cell_internal_pwr_uw = 290.3
power_per_cell_area_nw_per_um2 = 736.5
switching_power_uw = 68.13
switching_power_as_a_share_of_total_power_pct = 19.00
vdd.ir_drop.worst_v = 0.0003343
power_leakage_uw = 0.0001968
p_seq_share_pct = 56.5

[setup_path]
critical_path.endpoint_type = output pin
critical_path.startpoint_type = register
timing.critical_path.from = address[3]
timing.critical_path.slowest_cell_delay_ns = 0.51
worst-r2r-setup-slack_ns = 0.59
cpLargestDelayFamily = buffers and inverters
worst-path-max-fanout = 5
setup.worst_path.class = register to output pin
critical_path.cell_chain = clkdlybuf4s50_1
buf_inv_on_cp = 1
timing.critical_path.slowest_stage_cell = clkdlybuf4s50_1
worst_r2r_startpoint = address[2]
cp_data_required_time_ns = 1.28
crit_arrival_ns = 1.21

[yosys]
numSynthFlops = 8
syn-instance-count = 24
synth-seq-area-share_pct = 63.24
yosysChipArea_um2 = 316.6
post_synth_num_cell_types = 11
synthesis.area_per_instance_um2 = 13.19
synth-cells-yosys = 24
yosys_warnings = 1
post_synthesis_cell_area_um2 = 316.6

[floorplanning]
chipWidth_um = 80
rows = 21
die_height_um = 80
chipArea_um2 = 6400
floorplan_utilization_pct = 9.267
core_um2 = 3416
ios = 10

[layout]
synthToLayoutAreaGrowth_pct = 53.75
drive_gt1_share_pct = 13.89
largest_register_ff_count = 8

[cts]
tritoncts = done
cts_repair_resize_count = 0
clock-sinks = 8
worst_setup_hold_path_clk_slew_ns = 0.05
cts-buffers-inserted = 3
cts_buffer_depth = 2
htreeDepth = 1
cts-root-buf = clkbuf_4
clk-insertion-delay-late_ns = 0.25
cts_setup_buffers = 0
cts_hold_repair.buffers = 0

[grt]
grt_pass1_wl_um = 1173
grt_antenna_before_repair = 0
grt_usage_pct = 2.469
grt_overflow = 0
vias_in_the_first_global_route = 239
grt_start_max_net_pins = 9

[place]
routabilityCongestion = 0.6806
placement.io_buffers = 9
post-dp-hpwl_um = 590.9

[job]
log.warning_count = 25
maxCapViolCount = 0

[detailed_routing]
drt-total-wl_um = 729
detailedRoute.firstPassIterationCount = 2
detail_route.iter0.violations = 12
num_vias = 221
final_antenna_net_count = 0
num_antenna_cells = 0
detail_route.vias_per_cell = 2.695
routed_wire_length_per_instance_um = 8.890
remaining_drcs = 0

[hold_path]
hp-class = input port to async pin
## path summary, 6_finish.rpt
path,endpoint,cells after the start
worst max-delay path,address[3],1
worst min-delay path,address[5],1
worst max register to register,address[7],3
worst min register to register,address[7],1
max in group asynchronous,address[0],1
min in group clk0,address[7],1
## power by group through the flow
stage | clock network (uW) | logic, uW | registers [uW]
after CTS | 160 | 6.40 | 202
after global routing | 176 | 7.01 | 202
final | 150 | 6.04 | 203
## kinds of logic (layout without fill, tap and decap cells)
logic type | count (synthesis) | in the layout | share of synthesized area [%]
xor gates and xnor gates | 6 | 6 | 16.60
and+or+nand+nor | 8 | 8 | 15.02
DFF | 8 | 8 | 63.24
buffers and inverters | 1 | 13 | 1.185
adders and majority gates | 1 | 1 | 3.952
## metal layers
layer	up-vias	global-route usage [%]	wire, um
met1	105	3.581	433
met4	0	0.1761	0
li1	105	-	-
met5	-	0	0
met3	0	2.500	94
met2	11	2.408	201
## final cells by class
cell class / instances / area [um^2]
flip-flops and latches: 8 / 200.2
well taps: 46 / 57.56
multi-input cells: 15 / 112.6
clock buffers: 3 / 22.52
inverters: 1 / 3.754
repair buffers: 9 / 90.09
fillers: 396 / 2929
## Yosys cell counts (all sizes together)
library cell / instances / share of area, %
ha: 1 / 4.0
inv: 1 / 1.2
xnor2: 3 / 8.3
and3: 1 / 2.0
nand2: 2 / 2.4
nor3: 1 / 3.2
nand3: 3 / 6.3
dfrtp: 8 / 63
nor2: 1 / 1.2
xor2: 3 / 8.3
## cell usage in the layout, fill, tap and decap left out, types with 2 or more instances in the layout
cell	count
dfrtp_1	8
clkbuf_4	3
xor2_1	3
xnor2_1	3
nand2_1	2
nand3_1	2
clkdlybuf4s50_1	9
## metrics by stage
step	area, um^2	total power, uW	worst slack [ns]	instances	util, %
5_1_grt	486.7	385.5	0.01374	82	14.25
4_1_cts	486.7	368.7	0.06891	82	14.25
3_3_place_gp	464.2	212.1	0.3615	79	13.59
2_1_floorplan	316.6	206.1	0.6935	24	-
3_5_place_dp	464.2	212.4	0.3498	79	13.59
6_report	486.7	358.5	0.07304	82	14.25
Power figures rest on the tool's default switching activity, not on a simulated workload.
